File: flow/design.v
module div
(
input div_clk,  
input resetn,  
input div,  
input div_signed,  
input [31:0]x,  
input [31:0]y,  
output [31:0]s,  
output [31:0]r,  
output complete  
);
reg [6:0]counter;
reg in_div;
wire [31:0]x_abs=div_signed?(x[31]?(~x+1):x):x;
wire [31:0]y_abs=div_signed?(y[31]?(~y+1):y):y;
wire sign=x[31]^y[31];
reg result_sign;
reg dividend_sign;
reg div_signed_reg;
reg [64:0]result_reg;
reg [31:0] x_abs_reg;
reg [31:0] y_abs_reg;
wire [31:0]dividend=result_reg[63:32];
wire [31:0]quotient=result_reg[31:0];
wire [32:0]abssub=result_reg[63:31]+(~{1'b0,y_abs_reg[31:0]})+1;
always@(posedge div_clk)begin
    if(!resetn)begin
        counter<=6'd0;
        in_div<=0;
        x_abs_reg<=32'b0;
        y_abs_reg<=32'b0;
        result_reg<=1'b0;
        result_sign<=1'b0;
        dividend_sign<=1'b0;
        div_signed_reg<=1'b0;
    end
    else begin
        if(in_div)begin
            counter<=counter+1;
        end
        else begin
            counter<=6'b0;
            if(div)begin
                in_div<=1;
                result_sign<=sign;
                dividend_sign<=x[31];
                result_reg<={32'b0,x_abs};
                x_abs_reg<=x_abs;
                y_abs_reg<=y_abs;
                div_signed_reg<=div_signed;
            end
        end
    end
    if(in_div)begin
        if(counter==32)begin
            in_div<=0;
        end
        else begin
            if(abssub[32])begin
                result_reg<={result_reg[63:0],1'b0};
            end
            else
            begin
                result_reg<={abssub,result_reg[30:0],1'b1};
            end
        end 
    end
end
assign complete=counter==32;
assign s=div_signed_reg?
    (result_sign?(~result_reg[31:0]+1):result_reg[31:0]):
    result_reg[31:0];
assign r=div_signed_reg?
    (dividend_sign?(~result_reg[63:32]+1):result_reg[63:32]):
    result_reg[63:32];
endmodule
File: flow/constraint.sdc
current_design div

set clk_period 10.8
set clk_io_pct 0.2

create_clock -name clk0 -period $clk_period [get_ports {div_clk}]

set non_clock_inputs [all_inputs -no_clocks]
set_input_delay [expr $clk_period * $clk_io_pct] -clock clk0 $non_clock_inputs
set_output_delay [expr $clk_period * $clk_io_pct] -clock clk0 [all_outputs]
File: flow/run.sh
#!/bin/bash
# OpenROAD 26Q1-2900-gdf79404cd8, Yosys 0.63+post, stock flow scripts
make -C /OpenROAD-flow-scripts/flow DESIGN_CONFIG=/design/flow/config.mk WORK_HOME=/design/flow/orfs finish
File: flow/config.mk
export PLATFORM = sky130hd
export DESIGN_NAME = div
export DESIGN_NICKNAME = div
export VERILOG_FILES = /design/flow/design.v
export SDC_FILE = /design/flow/constraint.sdc
export NUM_CORES = 4
export LEC_CHECK = 1
export CORE_UTILIZATION = 30
==> reports/summary.log <==
[routing] DRC violations left 0
[clocking] total number of H-tree levels 3
[routing] Via Count 8356
[yosys] number of warning messages in the yosys log 1
[yosys] Main synth FF type sky130_fd_sc_hd__dfxtp_1
[critical_path] highest net fanout along the worst path 5
[finish] Sequential cell area 2142 sq um
[sta] setup repair after global routing missed its margin no
[min_path] Tightest Hold Check Type flop to flop
[flow_run] tool warnings 26
[power_and_ir_drop] Power, Total 2.387 mW
[sta] slew of the pin with the lowest slew margin 778.1 ps
[min_path] hold path startpoint counter[0]$_SDFF_PN0_
[yosys] number of flops mapped to enable cells by yosys 0
[grt] number of global-route vias before repair 7669
[die] standard cell core area 27780 sq um
[critical_path] critical path launch point result_reg[8]$_DFF_P_
[sta] Post-Route Skew 13.44 ps
[sta] Peak Freq 0.1716 GHz
[clocking] clock root buffer master sky130_fd_sc_hd__clkbuf_16
[grt] global router's overall resource usage 0.1809
[critical_path] Crit Path Class flop to output pin
[routing] drt wl/cell 15.61 um
[finish] final cell count without fillers 1621
[clocking] insertion delay to the later sink of the worst-skew pair 360 ps
[critical_path] source of the worst register-to-register timing path result_reg[32]$_DFF_P_
[grt] wire length of the first global-routing pass 40760 um
[sta] Slew Limit Fails 0
[sta] share of the clock period used by the worst path 0.5396
[die] area of the die 28920 sq um
[finish] area used by multi-input combinational logic 5887 sq um
[grt] antenna violations before repair 2
[die] io pins 133
[routing] post-detailed-route via-to-cell ratio 5.155
[place] Port Buffer Count 132
[finish] flip-flop count of the largest register, all copies and words added 64
[critical_path] required arrival time at the worst endpoint 8640 ps
[power_and_ir_drop] power density cells 229.9 nW/um^2
[clocking] post-cts repair resize count 0
[yosys] Mean Syn Cell Area 7.375 sq um
[clocking] Clock Path Buffers 2
[flow_run] Max-Cap Viols 0
[sta] Max transition margin 0.4813
[sta] Final setup viols 0
[routing] post-route antenna net violation count 0
[die] initial core utilization 0.3050
[yosys] share of async-settable or async-resettable flops after synthesis 0
[finish] fraction of final layout cells with drive strength greater than 1 0.03304
[finish] core occupancy in the finished layout 0.3738
[sta] Final Hold Violation Tally 0
[sta] setup TNS after final layout 0 ps
[place] dpl cells 1603
[die] die height 170.1 um
[routing] total length of routed wires 25310 um
[place] HPWL Detailed 19340 um
[power_and_ir_drop] VDD IR max 0.0002162 V
[clocking] CTS tree done
[routing] DR pass1 iterations 5
[place] RePlAce Congestion 0.9310
[die] Site Rows 61
[critical_path] sort of element at the end of the critical path output pin
[status] run status completed
[grt] largest net degree at the start of global routing 54
[yosys] Mapped Area 8474 sq um
[clocking] clock transition at the register clock pins on the worst setup and hold paths after CTS 80 ps
[finish] area added between synthesis and finish 22.53%
[routing] initial drt markers 664
[yosys] post-synthesis chip area from yosys 8474 sq um
[yosys] Synth flops 107
[power_and_ir_drop] static leakage 4.171 nW
[clocking] CTS Sinks 107
[finish] Layout fillers 2911
[die] Die Wd 170.1 um
[critical_path] element type at the critical path start flop
[yosys] number of cells produced by synthesis 1149
[yosys] Synth Seq Share 0.2528
[clocking] number of buffers added by the clock tree synthesis step 9
[yosys] Distinct cells, synth 63
[sta] time the final worst path needs with I/O delays and setup 5827 ps
[yosys] Yosys Instances 1149
[clocking] number of hold buffers added after CTS 0
[clocking] setup fix buffers added after clock tree synthesis 0
[critical_path] Arrival @ worst endpoint 3670 ps
[grt] GRT Residual Overflow 0
power breakdown:
part / total [mW] / internal [mW] / switching (mW)
registers: 0.582 / 0.468 / 0.115
clock network: 0.323 / 0.170 / 0.153
logic: 1.48 / 0.658 / 0.824
final cells by class:
class	instances	area share
Antenna cell	2	0.0004820
Clock buffer	13	0.02506
Clock inverter	3	0.002169
Inverter	56	0.02024
Multi-Input combinational cell	921	0.5669
Sequential cell	107	0.2063
Tap cell	378	0.04555
Timing Repair Buffer	141	0.1333
cells by family (layout without fill, tap and decap cells):
logic type,after synthesis,after routing,share of synthesized area
adder cells (fa/ha/maj),39,39,0.05847
flip-flops,107,107,0.2528
multiplexers,5,5,0.005906
AND/OR/NAND/NOR,369,369,0.2043
XOR/XNOR,143,143,0.1478
buffers and inverters,121,213,0.05448
other,0,2,0
AND-OR/OR-AND,365,365,0.2762
per-layer routing:
metal / GRT usage / part of all wire / vias up
li1: - / - / 4256
met1: 0.2609 / 0.46 / 3836
met2: 0.2805 / 0.44 / 236
met3: 0.04026 / 0.074 / 28
met4: 0.03564 / 0.020 / 0
met5: 0 / 0 / -
per-stage QoR:
step	instance area [sq um]	worst slack [ps]	hold slack, ps
6_report	10380	4973	461.7
3_5_place_dp	10100	5374	450.1
3_3_place_gp	10100	5406	444.6
2_1_floorplan	8474	6027	425.8
4_1_cts	10380	4956	463.2
5_1_grt	10380	4791	470.8
critical path, stage by stage (launching register included):
cell                              delay (ps)
sky130_fd_sc_hd__dfxtp_1                 350
sky130_fd_sc_hd__or4_1                   570
sky130_fd_sc_hd__nor3_1                  480
sky130_fd_sc_hd__and2_1                  310
sky130_fd_sc_hd__nand2_1                 140
sky130_fd_sc_hd__or4_1                   470
sky130_fd_sc_hd__o31ai_1                 280
sky130_fd_sc_hd__xnor2_1                 190
sky130_fd_sc_hd__clkdlybuf4s50_1         510
synthesized netlist by cell type (11+ instances only):
cell,count,area (sq um)
sky130_fd_sc_hd__clkbuf_1,60,225.2
sky130_fd_sc_hd__o31ai_1,21,157.7
sky130_fd_sc_hd__nor2b_1,11,68.82
sky130_fd_sc_hd__o21ai_0,115,575.6
sky130_fd_sc_hd__nand4_1,14,87.58
sky130_fd_sc_hd__a22o_1,11,96.34
sky130_fd_sc_hd__xor2_1,65,569.3
sky130_fd_sc_hd__nand3_1,15,75.07
sky130_fd_sc_hd__dfxtp_1,107,2142
sky130_fd_sc_hd__a21o_1,11,82.58
sky130_fd_sc_hd__nor3_1,31,155.2
sky130_fd_sc_hd__o211a_1,21,210.2
sky130_fd_sc_hd__inv_1,56,210.2
sky130_fd_sc_hd__nor2_1,87,326.6
sky130_fd_sc_hd__nand2_1,143,536.8
sky130_fd_sc_hd__ha_1,38,475.5
sky130_fd_sc_hd__xnor2_1,78,683.2
sky130_fd_sc_hd__a21oi_1,94,470.5
cells in the final DEF, fill, tap and decap left out, types with 10 or more instances in the layout:
| cell | Yosys | final |
|---|---|---|
| sky130_fd_sc_hd__a21o_1 | 11 | 11 |
| sky130_fd_sc_hd__a21oi_1 | 94 | 94 |
| sky130_fd_sc_hd__a22o_1 | 11 | 11 |
| sky130_fd_sc_hd__clkdlybuf4s50_1 | 0 | 131 |
| sky130_fd_sc_hd__dfxtp_1 | 107 | 107 |
| sky130_fd_sc_hd__ha_1 | 38 | 38 |
| sky130_fd_sc_hd__inv_1 | 56 | 56 |
| sky130_fd_sc_hd__nand2_1 | 143 | 143 |
| sky130_fd_sc_hd__nand3_1 | 15 | 15 |
| sky130_fd_sc_hd__nand4_1 | 14 | 14 |
| sky130_fd_sc_hd__nor2_1 | 87 | 86 |
| sky130_fd_sc_hd__nor2b_1 | 11 | 10 |
| sky130_fd_sc_hd__nor3_1 | 31 | 31 |
| sky130_fd_sc_hd__nor4_1 | 10 | 10 |
| sky130_fd_sc_hd__o211a_1 | 21 | 21 |
| sky130_fd_sc_hd__o21ai_0 | 115 | 115 |
| sky130_fd_sc_hd__o31ai_1 | 21 | 21 |
| sky130_fd_sc_hd__xnor2_1 | 78 | 77 |
| sky130_fd_sc_hd__xor2_1 | 65 | 65 |
final timing paths:
kind | endpoint | slack (ps) | depth (start not counted)
max | s[28] | 4970 | 8
min | counter[0]$_SDFF_PN0_ | 460 | 1
max reg2reg | result_reg[49]$_DFF_P_ | 6810 | 11
min reg2reg | counter[0]$_SDFF_PN0_ | 460 | 1
Power and IR drop assume default switching activity.
