## flow/config.mk

```make
export PLATFORM = sky130hd
export DESIGN_NAME = add
export DESIGN_NICKNAME = add
export VERILOG_FILES = /design/flow/design.v
export SDC_FILE = /design/flow/constraint.sdc
export NUM_CORES = 4
export LEC_CHECK = 1
export CORE_AREA = 10 10 114 114
export DIE_AREA = 0 0 124 124
```

## flow/constraint.sdc

```tcl
current_design add

set clk_period 14.7
set clk_io_pct 0.2

create_clock -name clk0 -period $clk_period

set non_clock_inputs [all_inputs -no_clocks]
set_input_delay [expr $clk_period * $clk_io_pct] -clock clk0 $non_clock_inputs
set_output_delay [expr $clk_period * $clk_io_pct] -clock clk0 [all_outputs]
```

## flow/design.v

```verilog
`timescale 10 ns / 1 ns
module alu(
	input [32 - 1:0] A,
	input [32 - 1:0] B,
	input [2:0] ALUop,
	output Overflow,
	output CarryOut,
	output Zero,
	output reg [32 - 1:0] Result
);
	wire [32+1:0]adder_with_cin;
	wire [32:0]adder;
	wire [32:0]addee;
	wire neg1;
	assign neg1=((ALUop==3'b010)?0:1);
	assign addee=((ALUop==3'b010)?B:~B);
	assign adder=adder_with_cin[32+1:1];
	assign adder_with_cin={1'b0,A,neg1}+{addee,neg1}; 
	assign CarryOut=adder[32];
	assign Zero=({Result}==0);
	assign Overflow=
		((ALUop==3'b010)?
		(A[32 - 1]==B[32 - 1])&&(adder[32 - 1]!=A[32 - 1]):
		(A[32 - 1]!=B[32 - 1])&&(adder[32 - 1]!=A[32 - 1]));
	always@*
	begin
		case(ALUop[2:0])
			3'b000:
				begin
					Result=A&B;			
				end
			3'b001:
				begin
					Result=A|B;			
				end
		  	3'b010:
			  	begin
					Result=adder;
				end
		  	3'b110:
			  	begin
					Result=adder;
				end
			3'b100:
				begin
					Result=A^B;
				end
			3'b101:
				begin
					Result=~(A|B);
				end
			3'b011:
				begin
					Result[32-1:1]=0;
					Result[0]=CarryOut;  
				end
			default:
			  	begin
					Result[32-1:1]=0;
					Result[0]=adder[32-1]^Overflow;
				end
		endcase
	end
endmodule
`timescale 10 ns / 1 ns
module add(
	input [32 - 1:0] A,
	input [32 - 1:0] B,
	output Overflow,
	output CarryOut,
	output Zero,
	output [32 - 1:0] Result
);
	alu addalu(A,B,3'b010,Overflow,CarryOut,Zero,Result);
endmodule
```

## flow/run.sh

```bash
#!/bin/bash
# OpenROAD 26Q1-2900-gdf79404cd8, Yosys 0.63+post, stock flow scripts
make -C /OpenROAD-flow-scripts/flow DESIGN_CONFIG=/design/flow/config.mk WORK_HOME=/design/flow/orfs finish
```

==> reports/results.tsv <==
stage	metric	value	unit
status	status	completed	
global_routing	grt_use_total	10.03	%
route	routed_wl	7.916	mm
worst_setup_path	cpMostUsedCell	clkdlybuf4s50_1	
route	vias	2399	
worst_setup_path	startpoint	A[0]	
floorplanning	die_y	124	um
logic_synthesis	ys_seq_share	0	%
final_layout	areaGrowthSynthToFinish	51.30	%
pwr	powerDensity	48.98	mW/mm2
sta	worst_pin_slew	0.4304	ns
worst_setup_path	crit_end	Zero	
pwr	vdd_drop_max	0.01728	mV
floorplanning	pin_count	99	
worst_setup_path	slowest_delay	0.51	ns
final_layout	final_area	0.003192	mm2
sta	fin_crit	9.926	ns
final_layout	combGateArea	0.002001	mm2
global_routing	grt_pass1_vias	2477	
floorplanning	core-area	0.01042	mm2
pwr	p_leak	0.001222	uW
worst_setup_path	worstPathMaxFanout	4	
global_routing	antenna_found_initial	0	
sta	setup_tns	0	ns
sta	maxSlewViolCount	0	
job	maxCapViolations	0	
logic_synthesis	syn_inst	280	
sta	fin_crit_sh	67.52	%
logic_synthesis	avgSynthCellArea	7.534	um2
logic_synthesis	top_area_cell	ha_1	
final_layout	num-fill-cells	1074	
final_layout	num-clock-buffers	0	
final_layout	design.seq.count	0	
sta	rsz0062_at_grt	no	
logic_synthesis	area_leaders	ha_1, xnor2_1, a21oi_1, nand2_1, o21ai_0	
final_layout	flop_area	0	um2
placed_design	gp_congestion	0.9025	
logic_synthesis	ys_area	0.002110	mm2
worst_setup_path	cp-end-kind	output pin	
placed_design	place_hpwl	7.068	mm
sta	slew_headroom	71.20	%
job	warnings	32	
worst_setup_path	arrival	6.99	ns
global_routing	grt_max_degree	14	
sta	hold_viol	0	
sta	max_freq	0.1007	GHz
sta	hold_ws	6.931	ns
worst_setup_path	crit_type	in -> out	
min_path	holdPathStages	4	
logic_synthesis	yosys-top-cells-count	ha_1, a21oi_1, nand2_1	
placed_design	numPortBuffers	99	
route	drtPass1Iterations	4	
floorplanning	floorplan.core_util	20.25	%
logic_synthesis	ys_cells	280	
worst_setup_path	crit_chain	clkdlybuf4s50_1, ha_1, fa_1, a21o_1, a221oi_2, nor3b_2, o2111a_1, a211o_2, a21oi_1, or4b_1, or4_1, nor4_2, clkdlybuf4s50_1	
worst_setup_path	path_buffers	2	
route	via_per_inst	4.750	
logic_synthesis	top_cell	ha_1	
clocking	cts_resized	0	
logic_synthesis	netlist.area_leader.share	18.98	%
floorplanning	die_x	124	um
route	drt_first_iter_violations	178	
min_path	hp-class	in -> out	
worst_setup_path	critPathTopFamily	AND-OR/OR-AND gates	
logic_synthesis	ys_warn_count	1	
route	postRouteAntennaNets	0	
clocking	post_cts_buffers	0	
logic_synthesis	ys_types	68	
placed_design	dpl_cell_area	0.003192	mm2
sta	setup_violations	0	
final_layout	drive_above_1_share	7.588	%
route	diodes	0	
clocking	ctsHoldBuffers	0	
route	drcViolationCount	0	
logic_synthesis	syn_area	0.002110	mm2
worst_setup_path	cp-start-kind	input port	
floorplanning	rows	37	
worst_setup_path	required	11.76	ns
worst_setup_path	worst-path-stages	13	
worst_setup_path	cp_slowest_cell	clkdlybuf4s50_1	
floorplanning	die-area	0.01538	mm2
global_routing	overflow	0	
route	wire_per_inst	15.68	um
global_routing	grt_pass1_wl	12.66	mm
pwr	p_total	156.3	uW
[metrics by stage]
stage	utilization, %	setup slack, ns	std cells
global route	30.64	4.604	505
floorplan	-	6.009	280
finish	30.64	4.774	505
detailed placement	30.64	4.747	505
global placement	30.64	4.782	505
CTS	30.64	4.746	505
[logic make-up after synthesis]
logic type	count (synthesis)	synth area share (%)
AND-OR/OR-AND	111	38.61
AND/OR/NAND/NOR	91	24.97
adder cells (fa/ha/maj)	33	19.93
XOR/XNOR	25	10.38
buffers and inverters	18	5.160
multiplexers	2	0.9490
[cell usage in the layout, fill, tap and decap left out, drive strengths merged, types with 3 or more instances in the layout]
master / netlist / final
and2: 6 / 6
nand2: 23 / 23
xor2: 9 / 9
a21oi: 26 / 26
nor2: 11 / 11
o21bai: 6 / 6
clkdlybuf4s50: 0 / 99
o21a: 6 / 6
a211oi: 6 / 6
a221oi: 4 / 4
a221o: 3 / 3
ha: 32 / 32
inv: 8 / 8
xnor2: 16 / 16
nand4: 4 / 4
a21o: 15 / 15
a31oi: 6 / 6
o21ai: 22 / 22
nand3: 7 / 7
nand3b: 3 / 3
nor3: 8 / 8
and3: 5 / 5
or3: 6 / 6
[routing by layer]
layer / global-route usage [%] / vias to the layer above / part of all wire [%]
met2: 17.42 / 64 / 48
met3: 1.653 / 4 / 5.9
met5: 0 / - / 0
met4: 0.5036 / 0 / 0.45
li1: - / 1273 / -
met1: 13.38 / 1058 / 45
[worst min-delay path by stage]
stage,slack (ns),startpoint,to
CTS,6.95,A[31],Overflow
global route,7.01,A[31],Overflow
finish,6.93,A[31],Overflow
[cell type report]
class                           instances  area share, %
Inverter                                8         0.9408
Multi-Input combinational cell        262          62.68
Tap cell                              136          5.331
Timing Repair Buffer                   99          31.05
[report_power, final]
part,total (uW),internal (uW),switching (uW)
combinational,156,88.2,68.2
sequential,0,0,0
clock,0,0,0
total,156,88.2,68.2
Power and IR drop assume default switching activity.
